==> design.v <==
module NextPCLogic(NextPC, CurrentPC, SignExtImm64, Branch, ALUZero, UCbranch);
       input [63:0] CurrentPC, SignExtImm64;
       input Branch, ALUZero, UCbranch;
       output reg [63:0] NextPC;
       always@(*)
       begin
           if(UCbranch || (Branch && ALUZero))  
           begin
            NextPC <= #3 CurrentPC + (SignExtImm64<<2); 
           end
           else
           begin
            NextPC <= #1 CurrentPC + 4; 
           end
       end
endmodule
==> run.sh <==
#!/bin/bash
# OpenROAD 26Q1-2900-gdf79404cd8, Yosys 0.63+post, stock flow scripts
make -C /OpenROAD-flow-scripts/flow DESIGN_CONFIG=/design/flow/config.mk WORK_HOME=/design/flow/orfs finish
==> config.mk <==
export PLATFORM = sky130hd
export DESIGN_NAME = NextPCLogic
export DESIGN_NICKNAME = NextPCLogic
export VERILOG_FILES = /design/flow/design.v
export SDC_FILE = /design/flow/constraint.sdc
export NUM_CORES = 4
export LEC_CHECK = 1
export CORE_UTILIZATION = 30
==> constraint.sdc <==
current_design NextPCLogic

set clk_period 27.4
set clk_io_pct 0.2

create_clock -name clk0 -period $clk_period

set non_clock_inputs [all_inputs -no_clocks]
set_input_delay [expr $clk_period * $clk_io_pct] -clock clk0 $non_clock_inputs
set_output_delay [expr $clk_period * $clk_io_pct] -clock clk0 [all_outputs]
==> impl_metrics.ini <==
; implementation run metrics
[layout]
drive_above_1_share_pct = 2.40
n_fill_cell = 1328
mostFrequentLayoutCells = 189 x clkdlybuf4s50_1, 66 x nor2b_1, 61 x ha_1
nClkBuffers = 0
seqCellArea_sq_um = 0
areaGrowthSynthToFinish_pct = 48.6
layout_top_cell = clkdlybuf4s50_1
flop-count = 0

[timing]
hold_violations = 0
fmax_mhz = 60.9
period_needed_ps = 16410
max_slew_margin_pct = 54.8
worst_pin_slew_ps = 669
finalWorstSetupSlack_ps = 10990
rsz0062_at_grt = false
tns_ps = 0
final_max_slew_viol_count = 0
min_period_over_period_pct = 59.9
setup_viol = 0

[global_routing]
grt_pass1_wl_um = 22000
grt_pass1_vias = 4540
grt_antenna_before_repair = 0
grt_start_max_net_pins = 63
grt_overflow_total = 0
grt_use_total_pct = 18.8

[place]
hpwl_um = 11400
globalplace.congestion = 0.924
io_buffers = 189
pre_cts_ws_ps = 10990

[cts]
cts_setup_buffers = 0
ctsHoldBuffers = 0
cts_resized = 0

[synth]
avgSynthCellArea_sq_um = 6.89
syn_inst = 595
ys_seq_share_pct = 0
synth_cell_types = 57
syn_area_sq_um = 4100
yosys_area_sq_um = 4100
ys_warn_count = 1
ys_cells = 595

[critical_path]
worstSetupPathType = in2out
cp-end-kind = output pin
cp.required_ps = 21920
critPathArrivalTime_ps = 10930
cp_cell_sequence = clkdlybuf4s50_1, a21oi_4, buf_4, or2_2, ha_1, inv_1, fa_1, and2b_1, o211ai_1, a211o_1, a211oi_1, o2111a_1, nor3_1, o41ai_1, nor3b_1, a31oi_1, xnor2_1, clkdlybuf4s50_1
critPathMaxFanout = 62
worstSetupStartpointType = primary input
cp_common_cell = clkdlybuf4s50_1
slowest_delay_ps = 630
cp_slowest_cell = o41ai_1

[drt]
drc = 0
drtIter0Drc = 216
wl_per_cell_um = 14.4
via_per_inst = 5.23
postRouteAntennaNets = 0
wl_um = 13400
vias = 4852
num_antenna_cells = 0
firstDrtPassIters = 4

[power_and_ir_drop]
pwr-share-seq_pct = 0
power_switching_share_pct = 42.2
power_density_nw_per_um2 = 26.1
power_switching_uw = 67.1
intPower_uw = 92.0
ir_drop_uv = 10.4
pwr-share-clk_pct = 0
p_leak_uw = 0.00271
p_comb_share_pct = 100.0

[die]
dieArea_sq_um = 14100
die_w_um = 119
fp_util_pct = 30.8
die_h_um = 119
ioPinCount = 195
core_area_sq_um = 13300
rows = 42

[run_status]
status = complete, no violations

[hold_path]
holdCritPathClass = in2out

[flow_run]
maxCapViolCount = 0
warnings = 34
critical path: cells and delay by family:
family,cells,cell delay (ps)
buffers and inverters,4,1480
xor gates and xnor gates,1,160
AOI/OAI and AO/OA,7,2250
and+or+nand+nor,4,980
adders and majority gates,2,550
cells in the mapped netlist (all sizes together), types with 2 or more instances:
library cell,n,area (sq um)
and3,6,37.5
and4,2,17.5
a21oi,57,293
nor3b,2,15.0
o31ai,3,22.5
nor2b,67,427
or3,5,31.3
a21o,50,375
nand3,13,65.1
a221o,4,40.0
o21ai,30,150
nor4,2,12.5
buf,6,35.0
o41ai,2,36.3
o21a,4,30.0
a21boi,5,41.3
a211oi,3,22.5
o21bai,12,90.1
or2,3,18.8
inv,15,56.3
clkbuf,28,105
o2111ai,2,23.8
a41oi,3,26.3
nand4,20,125
nand2,43,161
xor2,19,166
o211ai,5,37.5
nor3,12,60.1
nand2b,6,37.5
nor2,34,128
a221oi,3,32.5
ha,61,763
xnor2,39,342
a2111oi,2,36.3
a31oi,9,62.6
and2,7,43.8
power groups by stage:
stage	clock (uW)	combinational, uW	sequential [uW]
4_1_cts	0	160	0
6_report	0	159	0
5_1_grt	0	174	0
metrics by stage:
stage	cells	utilization (%)	hold slack [ps]	total power (uW)	instance area, sq um
final	927	45.8	10960	159	6090
after global routing	927	45.8	10960	174	6090
after CTS	927	45.8	10960	160	6090
after detailed placement	927	45.8	10960	159	6090
after global placement	927	45.8	10960	159	6090
after floorplan	595	-	11030	79.1	4100
final timing paths:
path	slack, ps	cells past startpoint	start	endpoint
hold / removal	10960	0	CurrentPC[0]	NextPC[0]
setup / recovery	10990	18	Branch	NextPC[60]
logic make-up after synthesis:
family,Yosys count,share of synthesized area (%)
simple gates,225,29.5
compound gates,201,34.2
buf+inv,49,4.79
xor+xnor,58,12.4
fa+ha+maj,62,19.1
metal layers:
layer	track usage (%)	up-vias	wire, um
met5	0	-	0
met1	28.0	2229	6670
met3	1.47	4	665
met2	30.8	136	5980
li1	-	2483	-
met4	0.791	0	55
area by class of cell:
class / instances / area (sq um) / share of cell area, %
Timing Repair Buffer: 190 / 1900 / 31.2
Multi-Input combinational cell: 546 / 3920 / 64.3
Inverter: 15 / 56.3 / 0.924
Tap cell: 176 / 220 / 3.62
Power figures rest on the tool's default switching activity, not on a simulated workload.
